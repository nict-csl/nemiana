===== design/flow/config.mk =====
export PLATFORM = sky130hd
export DESIGN_NAME = test1
export DESIGN_NICKNAME = test1
export VERILOG_FILES = /design/flow/design.v
export SDC_FILE = /design/flow/constraint.sdc
export NUM_CORES = 4
export LEC_CHECK = 1
export CORE_AREA = 10 10 219 219
export DIE_AREA = 0 0 229 229
export SYNTH_HDL_FRONTEND = slang

===== design/flow/constraint.sdc =====
current_design test1

set clk_period 4.7
set clk_io_pct 0.2

create_clock -name clk0 -period $clk_period [get_ports {clock}]

set non_clock_inputs [all_inputs -no_clocks]
set_input_delay [expr $clk_period * $clk_io_pct] -clock clk0 $non_clock_inputs
set_output_delay [expr $clk_period * $clk_io_pct] -clock clk0 [all_outputs]

===== design/flow/design.v =====
`timescale 1ns / 1ps
module test1(
	     input wire 	clock,
	     input wire 	nreset, 
	     input wire [3:0] 	btn,
	     output wire [11:0] led,
	     input [31:0] 	gpio0,
	     output [31:0] 	gpio1,
             input wire [31:0] 	s_tdata,
             input wire [3:0] 	s_tkeep,
             input wire 	s_tlast,
             output wire 	s_tready,
             input wire 	s_tvalid,
             output wire [31:0] m_tdata,
             output wire [3:0] 	m_tkeep,
             output wire 	m_tlast,
             input wire 	m_tready,
             output wire 	m_tvalid,
	     input wire 	o_full,
	     output wire [127:0] o_data_out,
	     output wire 	o_wr_en,
	     input wire 	i_empty,
	     input wire [31:0] 	i_data_in,
	     output wire 	i_rd_en
	     );
   wire [31:0] 			data;
   reg last_flag;
   reg valid_flag;
   assign m_tkeep = 15;
   assign m_tlast = last_flag;
   assign s_tready = 1;
   assign m_tvalid = valid_flag;
   reg [31:0] 		   count;
   always  @(posedge clock or negedge nreset) begin   
      if(!nreset) begin
	 count=0;
      end
      else begin
	 count = count + 1;
      end
   end
   reg [11:0] addr1;
   reg [1:0] state2;
   always @(posedge clock or negedge nreset) begin
      if(!nreset) begin
	 addr1 = 0;
      end
      else begin
	 addr1 = addr1 + 1;
      end
   end
   reg [31:0] mem1 [11:0];
   reg [31:0] data_out;
   reg 	      read_flag;
   wire [31:0] data_in;
   wire        start_flag;
   assign start_flag = gpio0[0];
   assign m_tdata = data_out;
   assign data_in = s_tdata;
   always @(posedge clock) begin
      mem1[addr1] = data_in * 4;
   end
   reg [127:0] queue_data;
   reg 	       wr_flag;
   reg [31:0]  queue_data_count;
   always @(posedge clock or negedge nreset) begin
      if(! nreset) begin
	 queue_data = 0;
	 wr_flag    = 0;
	 queue_data_count =0;
      end
      else begin
	 queue_data = {96'H0,queue_data_count};
	 wr_flag    = ~o_full;
	 if(!o_full) begin
	    queue_data_count = queue_data_count + 1;
	 end
      end
   end
   assign o_data_out = queue_data;
   assign o_wr_en    = wr_flag;
   always @(posedge clock) begin
      data_out = i_data_in;
   end
   assign i_rd_en = read_flag;
   reg [14:0] addr2;
   reg [31:0] write_data_count;
   always @(posedge clock) begin
      if(! nreset) begin
	 state2 = 0;
	 last_flag = 0;
	 valid_flag = 0;
	 addr2 = 0;
	 read_flag = 0;
	 write_data_count=0;
      end
      else if(state2 == 0) begin
	 if (start_flag) begin
	    state2 = 1;
	    last_flag = 0;
	    valid_flag = 1;
	    addr2 = 0;
	    read_flag = 0;
	 end
	 else begin
	    state2 = 0;
	    last_flag = 0;
	    valid_flag = 0;
	    read_flag = 0;
	 end
      end
      else if(state2 == 1) begin
	 if(m_tready) begin
	    if (i_empty) begin
	       state2 = 2;
	       last_flag = 1;
	       read_flag = 0;
	    end
	    else if (addr2==63) begin
	       state2 = 2;
	       last_flag = 1;
	       read_flag = 0;
	    end
	    else begin
	       read_flag = 1;
	       addr2=addr2+1;
	       write_data_count = write_data_count+1;
	    end
	 end  
	 else begin
	    read_flag = 0;
	 end
      end
      else if(state2 == 2) begin
	 last_flag = 0;
	 addr2=0;
	 state2=3;
	 read_flag = 0;
      end
      else if(state2 == 3) begin
	 if(!start_flag) begin
	    state2 = 0;
	    last_flag = 0;
	    valid_flag = 0;
	    read_flag = 0;
	 end
      end
      else begin
	 state2 = 0;
	 addr2 = 0;
	 valid_flag = 0;
      end
   end  
   assign led = data;
   assign data = {count[31:24], state2, last_flag, valid_flag, m_tready, s_tlast, s_tready, s_tvalid};
   assign gpio1 = write_data_count;
endmodule

===== design/flow/run.sh =====
#!/bin/bash
# OpenROAD 26Q1-2900-gdf79404cd8, Yosys 0.63+post, stock flow scripts
make -C /OpenROAD-flow-scripts/flow DESIGN_CONFIG=/design/flow/config.mk WORK_HOME=/design/flow/orfs finish

==> impl_metrics.json <==
{
  "status": "completed",
  "antenna_found_initial": 0,
  "die_h_um": 229,
  "via_count": 5313,
  "crit_path_end_kind": "flop",
  "worst_pin_slew_ns": 0.820,
  "pwr-share-comb_pct": 11.6,
  "top_cell_area_share_pct": 30.6,
  "power_switching_mw": 0.960,
  "finalCriticalPeriod_ns": 3.12,
  "dp_hpwl_um": 13800,
  "ys_types": 52,
  "yosys_cells": 723,
  "grt_pass1_wl_um": 30200,
  "slew_headroom_pct": 44.9,
  "syn_inst": 723,
  "critPathArrivalTime_ns": 3.52,
  "adder_share_pct": 1.81,
  "routedWlPerCell_um": 12.9,
  "synthMuxAreaShare_pct": 0.411,
  "pin_count": 324,
  "tritoncts": "built",
  "fp-row-count": 76,
  "synth-compound-area-share_pct": 5.43,
  "drv_cap": 0,
  "ys_sh_simple_pct": 18.0,
  "flop_area_um2": 4010,
  "clkPwrFrac_pct": 41.0,
  "fin_util_pct": 23.0,
  "cpPeakStageDelay_ns": 0.58,
  "warnings": 102,
  "drive_gt1_share_pct": 5.58,
  "fin_tns_setup_ns": 0,
  "p_int_mw": 2.56,
  "final-max-slew-violation-count": 0,
  "n_antenna_cell": 0,
  "die_x_um": 229,
  "top_cells_by_area": "dfrtp_1 (31%), dfxtp_1 (22%), buf_4 (11%)",
  "switching_share_pct": 27.3,
  "setup_viol": 0,
  "power_frac_seq_pct": 47.3,
  "logic_area_um2": 3010,
  "drc": 0,
  "grt_max_degree": 59,
  "first_global_vias": 5304,
  "portBuffers": 146,
  "rsz0062_at_grt": "no",
  "routabilityCongestion": 0.780,
  "max_freq_mhz": 321,
  "clk_pin_slew_worst_paths_ns": 0.07,
  "drtPass1Iterations": 4,
  "critical_path.top_delay_family": "simple AND/OR/NAND/NOR gates",
  "yosys.stat.seqShare_pct": 52.7,
  "crit_buf_inv": 1,
  "hold_class": "flop to flop",
  "synth_top_cell_by_count": "buf_4",
  "yosysChipArea_um2": 7600,
  "powerDensity_nw_per_um2": 355,
  "yosysTopAreaCell": "dfrtp_1",
  "layout_setup_ws_ns": 1.58,
  "cts_buffers": 17,
  "dieArea_um2": 52400,
  "insertion_delay_ns": 0.47,
  "n_fill_cell": 4616,
  "coreArea_um2": 43200,
  "power.leakage_nw": 3.95,
  "pre_cts_ws_ns": 1.08,
  "xor_area_share_pct": 8.87,
  "crit_chain": "clkdlybuf4s50_1 > nor2b_1 > nand4_1 > or2_2 > or4_1 > a21oi_1",
  "fin_skew_ns": 0.0132,
  "cp-start-kind": "input pin",
  "async_flop_share_pct": 52.5,
  "drt_wl_total_um": 18800,
  "critPathRequiredTime_ns": 5.10,
  "edf_count": 0,
  "cts_htree_levels": 4,
  "cts_hold_buf": 0,
  "post-cts-setup-buffers": 0,
  "clock-root-buffer": "clkbuf_16",
  "ctsLongestPathBuffers": 2,
  "crit_path_top_delay_cell": "clkdlybuf4s50_1",
  "yosys_warnings": 0,
  "fin_crit_sh_pct": 66.3,
  "viasPerCell": 3.63,
  "top_cells_by_count": "buf_4 (111), dfrtp_1 (93), dfxtp_1 (84)",
  "globalRoute.totalOverflow": 0,
  "cts_sinks": 177,
  "syn_area_um2": 7600,
  "final_antenna_net_count": 0,
  "cts_resized": 0,
  "drt_iter0_markers": 410,
  "finalPower_mw": 3.52,
  "hold_viol": 0,
  "cp_max_fo": 11,
  "path_class": "input pin to flop",
  "flop_cell": "dfrtp_1",
  "ys_top_logic_family": "simple AND/OR/NAND/NOR gates",
  "area_growth_pct": 30.5,
  "ys_ff": 177,
  "fp_util_pct": 17.6,
  "avgSynthCellArea_um2": 10.5,
  "grtUsageTotal_pct": 7.17,
  "peakVddDrop_v": 0.000358
}
-- per-layer routing --
metal	track usage (%)	vias up	wire, µm
met3	3.18	16	1710
met1	9.81	2509	8360
li1	-	2589	-
met5	0	-	0
met2	10.5	199	8420
met4	1.12	0	327
-- flip-flops by register name, indices dropped and copies added (netlist names) --
name	flops
count	28
i_rd_en	1
state2	2
o_wr_en	1
m_tvalid	1
addr2	15
m_tdata	32
m_tlast	1
gpio1	32
queue_data_count	32
o_data_out	32
-- cells by family (layout without fill, tap and decap cells) --
family,after synthesis,in the layout
buf+inv,144,199
xor+xnor,77,77
mux,3,3
fa+ha+maj,11,11
flops,177,177
other cells,2,102
compound gates,67,67
simple gates,242,242
-- per-stage QoR --
stage | instance area [µm²] | hold WS, ns | cells
finish | 9920 | 0.405 | 1463
detailed placement | 9320 | 0.390 | 1431
floorplan | 7980 | 0.373 | 823
global route | 9920 | 0.425 | 1463
CTS | 9920 | 0.408 | 1463
global placement | 9320 | 0.388 | 1431
-- cells in the final DEF, fill, tap and decap left out, drive strengths merged, types with 7 or more instances in the layout --
master and count:
and3 16, nor2 38, xnor2 61, ha 11, o31ai 7, dfrtp 93, xor2 16, dfxtp 84
nor3 9, and4 12, or3 8, clkbuf 20, inv 21, or4 14, nand3 35, clkdlybuf4s50 145
nor4 13, conb 102, buf 9, nand2 41, o21ai 16, a21oi 24, nand4 29
-- power by group through the flow --
stage	Combinational, mW	Sequential [mW]	Clock, mW
4_1_cts	0.421	1.67	1.51
5_1_grt	0.465	1.68	1.57
6_report	0.410	1.67	1.44
-- path summary, 6_finish.rpt --
| path | startpoint | to | slack [ns] | cells after the start |
|---|---|---|---|---|
| worst min register to register | queue_data_count[31]$_DFFE_PN0N_ | o_data_out[31]$_DFF_PN0_ | 0.41 | 0 |
| worst max-delay path | m_tready | gpio1[26]$_SDFFE_PN0P_ | 1.58 | 6 |
| min in group asynchronous | nreset | count[6]$_DFF_PN0_ | 0.48 | 1 |
| worst max register to register | state2[1]$_SDFFE_PN0P_ | addr2[3]$_SDFFE_PN0P_ | 1.70 | 8 |
| max in group asynchronous | nreset | queue_data_count[5]$_DFFE_PN0N_ | 3.05 | 2 |
| worst min-delay path | queue_data_count[31]$_DFFE_PN0N_ | o_data_out[31]$_DFF_PN0_ | 0.41 | 0 |
-- cell type report --
type / instances / area share, %
clock inverters: 12 / 1.29
repair buffers: 154 / 15.3
clock buffers: 20 / 4.72
well taps: 585 / 7.38
inverters: 13 / 0.492
flip-flops and latches: 177 / 40.4
multi-input cells: 502 / 30.4
No activity file was given, so power comes from the tool's default toggle rates.
